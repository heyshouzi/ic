==> flow/design.v <==
localparam  ALU_ADD  = 4'b0000; 
localparam  ALU_SUB  = 4'b1000; 
localparam  ALU_SLL  = 4'b0001; 
localparam  ALU_SLT  = 4'b0010; 
localparam  ALU_XOR  = 4'b0100; 
localparam  ALU_SRL  = 4'b0101; 
localparam  ALU_SRA  = 4'b1101; 
localparam  ALU_OR   = 4'b0110; 
localparam  ALU_AND  = 4'b0111; 
module ALUControl (
    input        clk,
    input  [1:0] ALUOp,
    input  [3:0] DataIn,   
    output [3:0] ALUCtl,   
);
    always @(*)
     begin
        casex(ALUOp)
          2'b00: ALUCtl =  ALU_ADD;
          2'b01: ALUCtl =  ALU_SUB;
          2'b1x: 
            begin
                if     (DataIn == ALU_ADD)   ALUCtl = ALU_ADD;
                else if(DataIn == ALU_SUB)   ALUCtl = ALU_SUB;  
                else if(DataIn == ALU_SLL)   ALUCtl = ALU_SLL;
                else if(DataIn == ALU_SLT)   ALUCtl = ALU_SLT;
                else if(DataIn == ALU_XOR)   ALUCtl = ALU_XOR;
                else if(DataIn == ALU_SRL)   ALUCtl = ALU_SRL;
                else if(DataIn == ALU_SRA)   ALUCtl = ALU_SRA;
                else if(DataIn == ALU_OR )   ALUCtl = ALU_OR ;
                else if(DataIn == ALU_AND)   ALUCtl = ALU_AND;
                else                         ALUCtl = 4'd0;
            end
          default:  ALUCtl = 4'd0; 
        endcase
     end   
endmodule
==> flow/run.sh <==
#!/bin/bash
# OpenROAD 26Q1-2900-gdf79404cd8, Yosys 0.63+post, stock flow scripts
make -C /OpenROAD-flow-scripts/flow DESIGN_CONFIG=/design/flow/config.mk WORK_HOME=/design/flow/orfs finish
==> flow/config.mk <==
export PLATFORM = sky130hd
export DESIGN_NAME = ALUControl
export DESIGN_NICKNAME = ALUControl
export VERILOG_FILES = /design/flow/design.v
export SDC_FILE = /design/flow/constraint.sdc
export NUM_CORES = 4
export LEC_CHECK = 1
export CORE_AREA = 10 10 70 70
export DIE_AREA = 0 0 80 80
==> flow/constraint.sdc <==
current_design ALUControl

set clk_period 1.0
set clk_io_pct 0.2

create_clock -name clk0 -period $clk_period

set non_clock_inputs [all_inputs -no_clocks]
set_input_delay [expr $clk_period * $clk_io_pct] -clock clk0 $non_clock_inputs
set_output_delay [expr $clk_period * $clk_io_pct] -clock clk0 [all_outputs]
==> results.ini <==
[clocking]
cts_setup_buffers = 0

[yosys]
synth_cell_type_count = 11
netlist_instances = 13
ys_seq_share = 0
synth_area_per_cell_um2 = 5.97
yosys_cells = 13
synth_area_um2 = 77.6
yosys_area_um2 = 77.6
ys_warn_count = 14

[layout]
final_area_um2 = 231
final_common_cell = buf_2
layout_top_cells = buf_2 (4), nand2_1 (3), buf_6 (2)
flop-count = 0
clockBufferCount = 0
area.sequential_um2 = 0
fin_util = 0.0678
drive_above_1_share = 0.542
area_growth_pct = 198

[pwr]
p_per_area_nw_per_um2 = 279
p_clk_frac = 0
switching_share = 0.390
cellLeakagePower_nw = 0.0878
seqPwrFrac = 0
ir_drop_uv = 28.5
share_comb_of_total_power = 1.000
total_power_mw = 0.0646
internal_power_mw = 0.0394
switchingPower_mw = 0.0252

[final_timing]
fin_crit_sh = 0.973
hold_viol = 0
slew_violations = 0
setup_viol = 0
tightest_slew_ps = 157
relSlewSlack = 0.895
fmax_mhz = 1030
rsz0062_at_grt = yes
min_period_ps = 973

[floorplanning]
die_area_um2 = 6400
rows = 21
core-area_um2 = 3420
fp_util = 0.0227
top_level_ports = 11
die_height_um = 80
die_w_um = 80

[flow_run]
warning_count = 35
maxCapViolations = 0

[route]
vias = 129
drcViolationCount = 0
n_antenna_cell = 0
drtAntennaViolNets = 0
drt_wl_total_um = 371
dr.pass1.iters = 3
routedWlPerCell_um = 5.30
drt-vias-per-instance = 1.84
drt_iter0_markers = 3

[setup_path]
crit_type = input port to output pin
crit_arrival_ps = 770
startpoint_type = input port
path_max_fanout = 3
cp.required_ps = 800
endpoint_kind = output pin

[hold_path]
hp-class = input port to output pin

[placement]
dpl.hpwl_um = 312
place_congestion = 0.732
placed_cell_area_um2 = 243
portBuffers = 10

[grt]
grt_first_pass_wirelength_um = 565
grtUsageTotal = 0.0102
grt_max_degree = 6
antenna_found_initial = 0
gr-total-overflow = 0
grt_pass1_vias = 123

[run_status]
outcome = complete, no violations

[power groups by stage]
stage | Combinational, mW | Sequential (mW) | Clock [mW]
after CTS | 0.0603 | 0 | 0
after global routing | 0.0714 | 0 | 0
final | 0.0646 | 0 | 0
[routing by layer]
metal | global-route usage | share of wire | up-vias
li1 | - | - | 66
met1 | 0.0132 | 0.48 | 54
met2 | 0.0144 | 0.28 | 9
met3 | 0.00682 | 0.24 | 0
met4 | 0 | 0 | 0
met5 | 0 | 0 | -
[final cells by class]
class | instances | area [µm²]
timing repair buffer | 11 | 88.8
fill | 411 | 3180
multi-input combinational | 11 | 75.1
tap | 46 | 57.6
inverter | 2 | 10.0
[what timing repair did]
action                                  4_1_cts  5_1_grt
cloned                                        0        0
pin swaps                                     4        3
gates resized                                36        5
hold buffers                                  0        0
endpoints found under the setup margin        4        3
[worst max-delay path: stages]
cell and delay [ps]:
buf_8 80, inv_4 30, maj3_2 300, nor2_2 70, buf_2 90
[path summary, 6_finish.rpt]
check	start	depth (start not counted)	slack (ps)	to
hold / removal	DataIn[1]	4	680	ALUCtl[1]
setup / recovery	DataIn[2]	5	30	ALUCtl[0]
[cell usage after synthesis]
cell      n  area share
nand2_1   3        0.15
o21ai_0   1       0.064
a21oi_1   1       0.064
a211oi_1  1       0.097
inv_2     1       0.048
nor2_2    1       0.081
inv_1     1       0.048
xnor2_1   1        0.11
nand4b_1  1        0.11
nand2b_1  1       0.081
maj3_2    1        0.15
[logic make-up after synthesis]
kind of cell | synth area share
buffers and inverters | 0.0967
AND/OR/NAND/NOR | 0.419
XOR/XNOR | 0.113
adder cells (fa/ha/maj) | 0.145
AND-OR/OR-AND | 0.226
[metrics by stage]
step	setup TNS [ps]	cells	hold WS, ps	setup WS [ps]
after floorplan	0	13	413	233
after global placement	-2950	70	1330	-829
after detailed placement	-2960	70	1340	-831
after CTS	-3.52	70	689	-3.52
after global routing	-4.58	70	707	-4.58
final	0	70	681	27.1
